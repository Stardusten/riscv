`flow/design.v`:
```
module ram(
    input   wire                                clk     ,
    input   wire                                we      ,  
    input   wire    [31:0]              waddr   ,  
    input   wire    [31:0]                  wdata   ,  
    input   wire                                re      ,  
    input   wire    [31:0]              raddr   ,  
    output  reg     [31:0]                  data_o     
);
reg [7:0]   MEM[0:128];
integer i;
initial begin
    for (i = 0; i < 128; i = i + 1) begin
        MEM[i] <= 32'b0;
    end
end
always @(*) begin
    if (we == 1'b1) begin
        MEM[waddr]      <=  wdata[31:24];
        MEM[waddr + 1]  <=  wdata[23:16];
        MEM[waddr + 2]  <=  wdata[15:8] ;
        MEM[waddr + 3]  <=  wdata[7:0]  ;
    end
    data_o  <=  re == 1'b0 ? 32'b0
            :   we == 1'b1 && waddr == raddr ? wdata
            :   { MEM[raddr], MEM[raddr + 1], MEM[raddr + 2], MEM[raddr + 3] };
end
endmodule
```
`flow/run.sh`:
```
#!/bin/bash
# OpenROAD 26Q1-2900-gdf79404cd8, Yosys 0.63+post, stock flow scripts
make -C /OpenROAD-flow-scripts/flow DESIGN_CONFIG=/design/flow/config.mk WORK_HOME=/design/flow/orfs finish
```
`flow/config.mk`:
```
export PLATFORM = sky130hd
export DESIGN_NAME = ram
export DESIGN_NICKNAME = ram
export VERILOG_FILES = /design/flow/design.v
export SDC_FILE = /design/flow/constraint.sdc
export NUM_CORES = 4
export LEC_CHECK = 1
export CORE_UTILIZATION = 30
```
`flow/constraint.sdc`:
```
current_design ram

set clk_period 7.2
set clk_io_pct 0.2

create_clock -name clk0 -period $clk_period

set non_clock_inputs [all_inputs -no_clocks]
set_input_delay [expr $clk_period * $clk_io_pct] -clock clk0 $non_clock_inputs
set_output_delay [expr $clk_period * $clk_io_pct] -clock clk0 [all_outputs]
```
==> results.cfg <==
; flow metrics
[run_status]
outcome = did not finish
flow.stopped_at = global routing (5_1_grt)
error = [ERROR GRT-0116] Global routing finished with congestion. Check the congestion regions in the DRC Viewer.

[die]
die_h_um = 539
row_count = 196
die_width_um = 539
fp_util = 0.302
pin_count = 131

[placed_design]
placed_cell_area_sq_um = 111000
gp_congestion = 1.90
port_buffers = 130
hpwl_um = 1030000

[synth]
synth-edff-count = 0
synth.cell_area_sq_um = 86400
yosysCellCount = 13600
yosysWarningCount = 2
ff_type = dlxtn_1
syn_area_per_cell_sq_um = 6.34
synth_cell_type_count = 114
yosysChipArea_sq_um = 86400
syn_inst = 13600
async_flop_share = 0
ys.flops = 1032

[global_routing]
grt_pass1_vias = 160000
grtUsageTotal = 0.999
grt_max_degree = 86
grt_pass1_wl_um = 1910000
grt-ovfl-total = 17000

[sta]
unclocked_pins = 1032
untimed_endpoints = 1032
-- cells by family after synthesis --
kind of cell             after synthesis  synth area share
AND-OR/OR-AND                       5490             0.413
XOR/XNOR                              67           0.00797
adder cells (fa/ha/maj)                5          0.000724
buffers and inverters               1558            0.0750
latches                             1032             0.179
multiplexers                         656            0.0767
AND/OR/NAND/NOR                     4826             0.247
-- stage by stage --
step | TNS [ns] | setup slack, ns | cells
floorplan | 0 | 0.897 | 13600
global placement | -10.48 | -1.22 | 18600
detailed placement | -9.76 | -1.24 | 18600
CTS | 0 | 0.000345 | 18600
-- cells in the mapped netlist, drive strengths merged (109+ instances only) --
cell type | n | area [sq um]
nor3 | 159 | 837
a211oi | 272 | 2050
a21oi | 834 | 4190
o22ai | 184 | 1150
nand2 | 2322 | 8730
a21o | 247 | 1850
a221oi | 154 | 1360
nor4 | 109 | 716
dlxtn | 1032 | 15500
nor2 | 959 | 3750
clkbuf | 1089 | 4090
nand4 | 162 | 1020
o21ai | 1862 | 9320
nand3 | 815 | 4090
a222oi | 150 | 1500
buf | 458 | 2350
mux2i | 621 | 6220
a22oi | 845 | 6340
a22o | 194 | 1700
a31oi | 154 | 970
-- layer usage --
| layer | overflow | global-route usage |
|---|---|---|
| met1 | 2259 | 0.963 |
| met2 | 9450 | 1.12 |
| met3 | 2426 | 0.937 |
| met4 | 2661 | 0.977 |
| met5 | 241 | 0.817 |
-- timing repair --
| item | in CTS |
|---|---|
| endpoints found under the setup margin | 31 |
| setup buffers | 12 |
| hold buffers | 0 |
| pin swaps | 27 |
| resized | 112 |
